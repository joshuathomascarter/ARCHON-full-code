--- ./run.sh ---
#!/bin/bash
# OpenROAD 26Q1-2900-gdf79404cd8, Yosys 0.63+post, stock flow scripts
make -C /OpenROAD-flow-scripts/flow DESIGN_CONFIG=/design/flow/config.mk WORK_HOME=/design/flow/orfs finish
--- ./config.mk ---
export PLATFORM = sky130hd
export DESIGN_NAME = entropy_control_logic
export DESIGN_NICKNAME = entropy_control_logic
export VERILOG_FILES = /design/flow/design.v
export SDC_FILE = /design/flow/constraint.sdc
export NUM_CORES = 4
export LEC_CHECK = 1
export CORE_AREA = 10 10 70 70
export DIE_AREA = 0 0 80 80
--- ./constraint.sdc ---
current_design entropy_control_logic

set clk_period 4.2
set clk_io_pct 0.2

create_clock -name clk0 -period $clk_period

set non_clock_inputs [all_inputs -no_clocks]
set_input_delay [expr $clk_period * $clk_io_pct] -clock clk0 $non_clock_inputs
set_output_delay [expr $clk_period * $clk_io_pct] -clock clk0 [all_outputs]
--- ./design.v ---
module entropy_control_logic(
    input wire [15:0] external_entropy_in,  
    output wire entropy_stall,             
    output wire entropy_flush              
);
    parameter ENTROPY_STALL_THRESHOLD = 16'd10000;   
    parameter ENTROPY_FLUSH_THRESHOLD = 16'd50000;  
    assign entropy_stall = (external_entropy_in > ENTROPY_STALL_THRESHOLD);
    assign entropy_flush = (external_entropy_in > ENTROPY_FLUSH_THRESHOLD);
endmodule
==> notes.md <==
Physical implementation status

The run finished with clean final reports. The die boundary height stands at 80 um. The number of warnings reported in the stage logs is 32. Detailed routing placed a total of 250 um of wire on met2. The iteration tally of the first detailed-router pass stands at 2. After detailed routing, the wire length on met1 is 303 um. Once iteration 0 of detailed routing completed, the report listed 6 DRC markers. The via count of the first global-routing pass is 204.

The final-layout worst hold slack stands at 2.67 ns. The register area stands at 0 um^2. The number of stages on the worst hold path stands at 4.

The area taken by multi-input combinational cells is reported as 103 um^2. Antenna repair during routing inserted a diode count of 0. The via density per instance stands at 2.62.

In the routed design, unresolved DRC markers number 0. In the finished design the tool counted flip-flops and latches totalling 0. The top cell type in the final layout, fill and taps aside, is sky130_fd_sc_hd__clkdlybuf4s50_1. For the final routed database, the setup TNS stands at 0 ns. The report lists the number of cells resized after CTS as 0. Per the cell usage report, the commonest logic cells after layout are sky130_fd_sc_hd__clkdlybuf4s50_1, sky130_fd_sc_hd__nor2_1, sky130_fd_sc_hd__nand4_1, sky130_fd_sc_hd__nor4_1, sky130_fd_sc_hd__nand3_1. Per the gpl log, the routability congestion estimate is 0.803.

The total leakage power stands at 0.0944 nW. The post-route antenna net violation count stands at 0. Among the stages of the critical path, the cell type that occurs most often is sky130_fd_sc_hd__clkdlybuf4s50_1.

Per the hold report, the tightest min-delay path originates at external_entropy_in[14]. The share of cells above drive strength 1 stands at 0%. The region available for standard cell placement spans 3420 um^2.

The OpenROAD report gives the critical path a required time of 3.36 ns. The I/O pin total stands at 18. The post-route total power stands at 0.0240 mW. After floorplanning, the die was sized to cover 6400 um^2. The initial cell density of the core stands at 3.00%. The detailed-routed wire length on met3 stands at 97 um. STA lists the maximum fanout along the critical path as 2. The final timing report counts setup violations totalling 0. The time the final worst path needs with I/O delays and setup stands at 3.50 ns. The number of cells in the yosys synthesis report stands at 17. The transition time recorded at the tightest slew-check pin is 0.297 ns. The min-delay analysis places its worst path in the category in2out.

The flow measured a signed area growth from synthesis to layout of 232%. STA puts the critical path data arrival time at 2.66 ns. Routed signal wires occupy layers up through met3.

The routed wire length per instance stands at 8.04 um. The largest stage delay on the critical path stands at 0.47 ns. The synthesis report lists the Yosys warning total as 0. The layout clock buffer count stands at 0.

For this run the aggregate overflow at the end of global routing stands at 0. The wire length recorded after detailed routing is 651 um. Headroom to the max-slew limit came out at 79.9%. Per the timing report, the achievable frequency comes out to 0.285 GHz. The ratio of final minimum period to clock period stands at 83.4%. The overall fraction of global-route tracks in use stands at 1.78%. Per the placement log, port buffering inserted 18 buffers.

By startpoint and endpoint, the worst setup path is classified as in2out. Among cell families on the critical path, the largest total delay comes from buffers and inverters. The final-layout fill cell count stands at 403. The critical path goes through clkdlybuf4s50_1 > nor4bb_1 > nand4_1 > o21a_1 > o31a_1 > clkdlybuf4s50_1. Counting both buffers and inverters, the worst setup path holds a total of 2. Setup repair after global routing left no endpoint under its margin.

The count of max-cap constraint violations stands at 0. The number of unique standard cell types used by synthesis stands at 13. The mean instance size in the synthesized netlist stands at 6.04 um^2. The mapped cell area stands at 103 um^2. Hold analysis lists the worst path endpoint as entropy_flush. Hold repair after CTS inserted 0 buffers. The gate count after technology mapping stands at 17. The largest net degree at the start of global routing stands at 4. The first global-routing pass estimated 966 um of wire. For this block, the via count after detailed routing is 212. From left edge to right edge, the die measures 80 um. The largest individual stage delay along the critical path comes from the cell sky130_fd_sc_hd__clkdlybuf4s50_1. The power per cell area stands at 70.6 nW/um^2. The max-slew violation count stands at 0. The initial antenna violation count is 0. The yosys synthesis chip area stands at 103 um^2. STA classifies the critical path startpoint as a primary input.

The number of setup buffers added after CTS is 0. The fraction of the yosys area taken by sequential cells stands at 0%. The worst VDD IR drop from the latest analysis is 6.30 uV. The worst setup path is captured at an output port.

The total count of hold-check failures in the final report stands at 0. After floorplanning, the core was divided into 21 placement rows.
==> per-layer routing <==
metal | track usage [%] | up-vias
met2 | 2.73 | 13
met5 | 0 | -
met1 | 2.37 | 91
met3 | 0.795 | 0
li1 | - | 108
met4 | 0 | 0
==> cell type report <==
class              instances  area share [%]
well taps                 46            16.9
repair buffers            18            52.9
multi-input cells         17            30.1
==> worst max-delay path by stage <==
| stage | start | endpoint | slack [ns] | cells after the start |
|---|---|---|---|---|
| 5_1_grt | external_entropy_in[10] | entropy_stall | 0.58 | 6 |
| 6_report | external_entropy_in[10] | entropy_stall | 0.70 | 6 |
| 4_1_cts | external_entropy_in[10] | entropy_stall | 0.62 | 6 |
==> report_power, final <==
part	switching, mW	internal (mW)
clock	0	0
sequential	0	0
combinational	0.00636	0.0177
==> per-stage QoR <==
stage | util, % | area (um^2) | worst slack [ns] | cells
finish | 9.96 | 340 | 0.696 | 81
CTS | 9.96 | 340 | 0.622 | 81
floorplan | - | 103 | 1.76 | 17
global placement | 9.96 | 340 | 0.635 | 81
global route | 9.96 | 340 | 0.583 | 81
detailed placement | 9.96 | 340 | 0.632 | 81
==> cell usage after synthesis <==
cell type	n	area (um^2)
sky130_fd_sc_hd__nor4_1	2	12.5
sky130_fd_sc_hd__o21a_1	1	7.51
sky130_fd_sc_hd__a21oi_1	1	5.00
sky130_fd_sc_hd__nor2b_1	1	6.26
sky130_fd_sc_hd__nand3b_1	1	7.51
sky130_fd_sc_hd__nand2_1	1	3.75
sky130_fd_sc_hd__nand4_1	2	12.5
sky130_fd_sc_hd__o21ai_0	1	5.00
sky130_fd_sc_hd__o31a_1	1	8.76
sky130_fd_sc_hd__nor4bb_1	1	10.0
sky130_fd_sc_hd__o22ai_1	1	6.26
sky130_fd_sc_hd__nor2_1	2	7.51
sky130_fd_sc_hd__nand3_1	2	10.0
==> cells by family (layout without fill, tap and decap cells) <==
group,count (synthesis),after routing,synth area share [%]
simple gates,12,12,68.3
compound gates,5,5,31.7
buf+inv,0,18,0
Power figures rest on the tool's default switching activity, not on a simulated workload.
